==> design/flow/design.v <==
`timescale 1ns / 1ps
module uart_rx (
    input  wire clk,
    input  wire rst,
    input  wire rx,
    input  wire baud_tick,
    output reg [7:0] data,
    output reg valid
);
    reg [3:0] bit_index = 0;
    reg [7:0] shift_reg = 8'b0;
    reg [1:0] state = 0;
    reg rx_sync = 1;
    localparam IDLE = 0, START = 1, DATA = 2, STOP = 3;
    always @(posedge clk or posedge rst) begin
        if (rst) begin
            state <= IDLE;
            bit_index <= 0;
            shift_reg <= 0;
            data <= 0;
            valid <= 0;
            rx_sync <= 1;
        end else begin
            valid <= 0;
            rx_sync <= rx;
            case (state)
                IDLE: begin
                    if (!rx_sync) begin
                        state <= START;
                    end
                end
                START: begin
                    if (baud_tick) begin
                        if (!rx_sync) begin
                            state <= DATA;
                            bit_index <= 0;
                        end else begin
                            state <= IDLE;  
                        end
                    end
                end
                DATA: begin
                    if (baud_tick) begin
                        shift_reg[bit_index] <= rx_sync;
                        if (bit_index == 7) begin
                            state <= STOP;
                        end
                        bit_index <= bit_index + 1;
                    end
                end
                STOP: begin
                    if (baud_tick) begin
                        if (rx_sync) begin
                            data <= shift_reg;
                            valid <= 1;
									 #1000;
                        end
                        state <= IDLE;
                    end
                end
            endcase
        end
    end
endmodule
module uart_transceiver (
    input  wire clk,
    input  wire rst,
    input  wire        tx_start,
    input  wire [7:0]  tx_data,
    output wire        tx,
    output wire        tx_busy,
    input  wire        rx,
    output wire [7:0]  rx_data,
    output wire        rx_valid
);
    parameter CLK_FREQ = 50000000;
    parameter BAUD_RATE = 115200;
    localparam CLKS_PER_BIT = CLK_FREQ / BAUD_RATE;
    reg [15:0] baud_count = 0;
    reg        baud_tick = 0;
    always @(posedge clk or posedge rst) begin
        if (rst) begin
            baud_count <= 0;
            baud_tick <= 0;
        end else begin
            if (baud_count == CLKS_PER_BIT - 1) begin
                baud_count <= 0;
                baud_tick <= 1;
            end else begin
                baud_count <= baud_count + 1;
                baud_tick <= 0;
            end
        end
    end
    uart_tx #(
        .CLK_FREQ(CLK_FREQ),
        .BAUD_RATE(BAUD_RATE)
    ) tx_inst (
        .clk(clk),
        .rst(rst),
        .tx_start(tx_start),
        .tx_data(tx_data),
        .tx(tx),
        .tx_busy(tx_busy)
    );
    uart_rx rx_inst (
        .clk(clk),
        .rst(rst),
        .rx(rx),
        .baud_tick(baud_tick),
        .data(rx_data),
        .valid(rx_valid)
    );
endmodule
module uart_tx(
    input wire clk,
    input wire rst,
    input wire tx_start,
    input wire [7:0] tx_data,
    output reg tx,
    output reg tx_busy
);
    parameter CLK_FREQ = 50000000;   
    parameter BAUD_RATE = 9600;
    localparam CLKS_PER_BIT = CLK_FREQ / BAUD_RATE;
    reg [15:0] clk_count = 0;
    reg [3:0] bit_index = 0;
    reg [9:0] tx_shift = 10'b1111111111;
    reg tx_active = 0;
    always @(posedge clk or posedge rst) begin
        if (rst) begin
            tx <= 1;
            tx_busy <= 0;
            clk_count <= 0;
            bit_index <= 0;
            tx_active <= 0;
        end else begin
            if (tx_start && !tx_busy) begin
                tx_shift <= {1'b1, tx_data, 1'b0};  
                tx_busy <= 1;
                tx_active <= 1;
                clk_count <= 0;
                bit_index <= 0;
            end
            if (tx_active) begin
                if (clk_count == CLKS_PER_BIT - 1) begin
                    clk_count <= 0;
                    tx <= tx_shift[bit_index];
                    bit_index <= bit_index + 1;
                    if (bit_index == 9) begin
                        tx_active <= 0;
                        tx_busy <= 0;
                        tx <= 1;
                    end
                end else begin
                    clk_count <= clk_count + 1;
                end
            end
        end
    end
endmodule
==> design/flow/run.sh <==
#!/bin/bash
# OpenROAD 26Q1-2900-gdf79404cd8, Yosys 0.63+post, stock flow scripts
make -C /OpenROAD-flow-scripts/flow DESIGN_CONFIG=/design/flow/config.mk WORK_HOME=/design/flow/orfs finish
==> design/flow/config.mk <==
export PLATFORM = sky130hd
export DESIGN_NAME = uart_transceiver
export DESIGN_NICKNAME = uart_transceiver
export VERILOG_FILES = /design/flow/design.v
export SDC_FILE = /design/flow/constraint.sdc
export NUM_CORES = 4
export LEC_CHECK = 1
export CORE_UTILIZATION = 40
==> design/flow/constraint.sdc <==
current_design uart_transceiver

set clk_period 3.9
set clk_io_pct 0.2

create_clock -name clk0 -period $clk_period [get_ports {clk}]

set non_clock_inputs [all_inputs -no_clocks]
set_input_delay [expr $clk_period * $clk_io_pct] -clock clk0 $non_clock_inputs
set_output_delay [expr $clk_period * $clk_io_pct] -clock clk0 [all_outputs]
==> results.toml <==
# implementation run metrics
[clocking]
cts_max_level = 3
cts_tree = "yes"
cts.sinks = 73
clk_pin_slew_ns = 0.07
post_cts_resized = 0
cts_setup_buffers = 0
hold_buffers = 0
cts_buffers = 9
clk_latency_ns = 0.34
clock_path_buffers = 2
cts-root-buf = "clkbuf_8"

[global_route]
overflow = 0
antenna_found_initial = 0
grt_max_degree = 35
grt_pass1_wl_mm = 11.1
grt_usage = 0.157
grt_pass1_vias = 2395

[drt]
dr.pass1.iters = 4
top_layer = "met4"
route.detailed.drc = 0
met3WireLength_microns = 218
diodes = 0
wire_per_inst_microns = 13.1
wirelength_mm = 6.31
wl_met1_mm = 3.09
via_per_inst = 5.30
drtAntennaViolNets = 0
dr_wl_met2_mm = 2.93
vias = 2556
initialDrtViolationCount = 93

[finish]
final_cell_mix = "dfrtp_1, nand2_1, nor2_1"
drive_gt1_frac = 0.0875
top_regs = "baud_count: 16 flops, tx_inst.clk_count: 16 flops, tx_inst.tx_shift: 9 flops"
register_area_sq_um = 1870
final_area_sq_um = 4060
syn2layout_area_growth_pct = 15.0
nFillCells = 759
instances_no_fill = 482
fin_util = 0.484
final_common_cell = "dfrtp_1"
logic_area_sq_um = 1530

[logic_synthesis]
edf_count = 9
ys_seq_frac = 0.532
fa_ha_area_frac = 0.0390
top_area_frac = 0.440
avgSynthCellArea_sq_um = 10.2
syn_inst = 347
ys_cells = 347
ys_seq_elements = 73
area_leaders = "dfrtp_1, edfxtp_1, nand2_1"
top_area_cell = "dfrtp_1"
ys_sh_simple = 0.215
yosys_area_sq_um = 3530
yosysWarnings = 3
synth_cell_types = 56
synth-async-reset-ratio = 0.877
synthAoiAreaFrac = 0.119
synth_top_flop_cell = "dfrtp_1"
xor_area_frac = 0.0373
synth_area_sq_um = 3530
top_logic_kind = "simple AND/OR/NAND/NOR gates"
synthMuxAreaShare = 0.0220

[placement]
placed_area_sq_um = 3830
dp_worst_setup_slack_ns = 1.53
routabilityCongestion = 0.829
dp.cells = 466
port_buffers = 22
hpwl_mm = 4.32

[setup_path]
cpMostUsedCell = "nor4_1"
worstReg2RegEnd = "rx_inst.shift_reg[4]"
slowest_delay_ns = 0.66
reg2reg_depth = 6
crit_required_ns = 4.12
crit_buf_inv = 1
end_kind = "flip-flop"
r2r-start = "rx_inst.bit_index[0]"
setup.worst_path.class = "reg2reg"
cp_top_family = "flip-flops"
critPathLaunch = "rx_inst.bit_index[0]"
cp-start-kind = "flip-flop"
crit_arrival_ns = 2.57
cp_cell_sequence = "inv_1 -> ha_1 -> nor4_1 -> o21ai_1 -> nor4_1 -> mux2_2"
worst-r2r-setup-slack_ns = 1.56
crit_path_top_delay_cell = "dfrtp_1"
crit_path_max_fanout = 17

[worst_hold_path]
hp-class = "reg2reg"
hold_path_end = "rx_inst.data[1]"
hold_depth = 2
hold_start = "rx_inst.shift_reg[1]"

[sta]
finalCriticalPeriod_ns = 2.34
hold_violations = 0
min_period_over_period = 0.601
rsz0062_at_grt = "no"
hold_ws_ns = 0.467
fmax_mhz = 427
final.setup.tns_ns = 0
setup_viol = 0
slew_headroom = 0.474
slew_viol_final = 0
worst_pin_slew_ns = 0.783
final.setup.worst_slack_ns = 1.56
finalClockSkew_ns = 0.0121

[floorplan]
die_w_microns = 95.9
die_h_microns = 95.9
core_area_sq_um = 8380
chipArea_sq_um = 9190
row_count = 33
initial_core_util = 0.421
io_pins = 23

[power]
ir_drop_mv = 0.214
p_total_mw = 1.70
leakage_nw = 1.74
powerDensity_nw_per_um2 = 418

[flow_run]
warnings = 32
maxCapViolations = 0

[outcome]
status = "completed"
[worst register-to-register path, stage by stage (launching register included)]
cell and delay, ns:
dfrtp_1 0.66, inv_1 0.14, ha_1 0.27, nor4_1 0.32, o21ai_1 0.23, nor4_1 0.26, mux2_2 0.37
[how the worst max path moves through the flow]
| stage | slack (ns) | endpoint | depth (start not counted) |
|---|---|---|---|
| final | 1.56 | rx_inst.shift_reg[4] | 6 |
| after global routing | 1.42 | rx_inst.shift_reg[4] | 6 |
| after CTS | 1.58 | rx_inst.shift_reg[4] | 6 |
[metal layers]
layer	vias up	GRT usage
met5	-	0
met4	0	0.0149
met3	7	0.0353
met2	44	0.243
met1	1224	0.246
li1	1281	-
[kinds of logic after synthesis]
| family | after synthesis |
|---|---|
| AND/OR/NAND/NOR | 151 |
| flip-flops | 73 |
| AND-OR/OR-AND | 65 |
| buffers and inverters | 26 |
| XOR/XNOR | 15 |
| adder cells (fa/ha/maj) | 11 |
| multiplexers | 5 |
| other | 1 |
[synth_stat cells (all sizes together) (3+ instances only)]
library cell,count
or4,5
o21a,4
nor2b,5
nor2,25
edfxtp,9
nor3,6
a21o,4
clkbuf,6
inv,14
nor4,7
nand2,58
a21oi,10
a31oi,12
ha,11
nor3b,5
dfrtp,62
and2,3
buf,5
xor2,6
nand3,16
nand2b,3
nand4,8
xnor2,9
or3,3
o21ai,17
a22o,3
[where the power goes]
| group | switching [mW] | total (mW) | internal (mW) |
|---|---|---|---|
| clock network | 0.294 | 0.659 | 0.365 |
| logic | 0.0771 | 0.151 | 0.0739 |
| registers | 0.0718 | 0.887 | 0.815 |
[area by class of cell]
type / count / area share
flip-flops and latches: 73 / 0.462
multi-input cells: 248 / 0.376
repair buffers: 25 / 0.0598
clock buffers: 9 / 0.0305
well taps: 105 / 0.0324
inverters: 15 / 0.0139
clock inverters: 7 / 0.0250
Power figures rest on the tool's default switching activity, not on a simulated workload.
